File: design/flow/design.v
module mult
(
	input [7:0] x,
	input [7:0] y,
	output [15:0] out,    
	output [15:0] pp [9]  
);
	assign pp[0] = '0;
	assign pp[1] = '0;
	logic [16:0] cin[9];
	assign cin[0] = '0;
	logic [16:8] cin_final;
	assign cin_final[8] = '0;
	logic [8:0] [15:0] FA_sum;
	logic [8:0] [15:0] FA_cin;
	logic [8:0] [15:0] FA_cout;
	logic [8:0] [15:0] FA_a;
   logic [8:0] [15:0] FA_b;
	logic	[15:0] osum;
	assign pp[2][0] = x[0] & y[0];
	assign pp[2][15:9] = '0;
	genvar i;
	generate
		for(i = 1; i < 9; i++) begin : add_row2
			if(i == 1)begin  
				assign pp[2][i] = x[i] & y[0];
				assign FA_a[2][i] = pp[2][i];
				assign FA_b[2][i] = 1'b0;
				assign FA_cin[2][i] = x[i-1] & y[1];
			end
			else if(i == 8)begin  
				assign pp[2][i] = x[i-1] & y[1];
				assign FA_a[2][i] = pp[2][i];
				assign FA_cin[2][i] = 1'b0;
				assign FA_b[2][i] = x[i-2] & y[2];
			end
			else begin
				assign pp[2][i] = x[i] & y[0];
				assign FA_a[2][i] = pp[2][i];
				assign FA_b[2][i] = x[i-2] & y[2];
				assign FA_cin[2][i] = x[i-1] & y[1];
			end
		full_adder FA(
				  .a(FA_a[2][i]),
				  .b(FA_b[2][i]),
				  .cin(FA_cin[2][i]),
				  .cout(FA_cout[2][i]),
				  .s(pp[3][i])  
				);
		end
	endgenerate	
	genvar row, col;
	generate
		for(row = 3; row < 8; row++) begin : add_row3_to_7
			assign pp[row][row-3:0] = pp[row-1][row-3:0];
			assign pp[row][15:row+7] = '0;
			for(col = row-1; col < row+7; col++) begin : add_col2_to_13
				if(col == row-1)begin
					assign FA_a[row][col] = pp[row][col];
					assign FA_b[row][col] = 1'b0;
					assign FA_cin[row][col] = FA_cout[row-1][col-1];
				end
				else if(col == row+6)begin 
					assign pp[row][col] = x[7] & y[row-1];
					assign FA_a[row][col] = pp[row][col];
					assign FA_b[row][col] = x[col-row] & y[row];
					assign FA_cin[row][col] = FA_cout[row-1][col-1];
				end
				else begin
					assign FA_a[row][col] = pp[row][col];
					assign FA_b[row][col] = x[col-row] & y[row];
					assign FA_cin[row][col] = FA_cout[row-1][col-1];
				end
				full_adder FA(
				  .a(FA_a[row][col]),
				  .b(FA_b[row][col]),
				  .cin(FA_cin[row][col]),
				  .cout(FA_cout[row][col]),
				  .s(pp[row+1][col])
				);
			end
		end
	endgenerate
	genvar j;
	generate
		for(j = 7; j < 15; j++) begin : add_col7_to_14
			if(j == 7)begin
				assign FA_a[8][j] = pp[8][j];
				assign FA_b[8][j] = FA_cout[7][6];
				assign FA_cin[8][j] = '0;
			end
			else if(j == 14)begin 
				assign pp[8][j] = x[7] & y[7];
				assign FA_a[8][j] = pp[8][j];
				assign FA_b[8][j] = FA_cout[7][13];
				assign FA_sum[8][j] = pp[8][j];
			end
			else begin		
				assign FA_a[8][j] = pp[8][j];
				assign FA_b[8][j] = FA_cout[7][j-1];
			end
		end			
	endgenerate
	assign pp[8][5:0] = pp[7][5:0];
	assign pp[8][15] = '0;
	assign FA_a[8][6:0] = '0;
	assign FA_a[8][15] = '0;
	assign FA_b[8][6:0] = '0;
	assign FA_b[8][15] = '0;
	fast_adder FastAdder(
			.a(FA_a[8]), 
			.b(FA_b[8]),
			.cin('0),
			.sum(osum),
			.cout(FA_cout[8][15])
	);
	assign out[6:0] = pp[8][6:0];
	assign out[14:7] = osum[14:7];
	assign out[15] = FA_cout[8][15];
endmodule			  
module fast_adder(
	input [15:0] a,
   input [15:0] b,
   input cin,
	output cout,
	output [15:0] sum
);
	logic [16:0] carryin;
	logic [15:0] g,p;
	assign carryin[0] = cin;
	assign cout = carryin[15];
	genvar i;
	generate
		for (i = 0; i < 16; i++) begin: adder
			assign g[i] = a[i] & b[i];
			assign p[i] = a[i] | b[i];
			assign carryin[i+1] = g[i] | (p[i] & carryin[i]);
			assign sum[i] = a[i] ^ b[i] ^ carryin[i];
		end
	endgenerate
endmodule
module full_adder(
    input a,
    input b,
    input cin,
    output cout,
    output s
);
	assign s = a ^ b ^ cin;
	assign cout = a & b | (cin & (a ^ b));
endmodule
File: design/flow/run.sh
#!/bin/bash
# OpenROAD 26Q1-2900-gdf79404cd8, Yosys 0.63+post, stock flow scripts
make -C /OpenROAD-flow-scripts/flow DESIGN_CONFIG=/design/flow/config.mk WORK_HOME=/design/flow/orfs finish
File: design/flow/config.mk
export PLATFORM = sky130hd
export DESIGN_NAME = mult
export DESIGN_NICKNAME = mult
export VERILOG_FILES = /design/flow/design.v
export SDC_FILE = /design/flow/constraint.sdc
export NUM_CORES = 4
export LEC_CHECK = 1
export CORE_AREA = 10 10 121 121
export DIE_AREA = 0 0 131 131
export SYNTH_HDL_FRONTEND = slang
File: design/flow/constraint.sdc
current_design mult

set clk_period 12.7
set clk_io_pct 0.2

create_clock -name clk0 -period $clk_period

set non_clock_inputs [all_inputs -no_clocks]
set_input_delay [expr $clk_period * $clk_io_pct] -clock clk0 $non_clock_inputs
set_output_delay [expr $clk_period * $clk_io_pct] -clock clk0 [all_outputs]
==> out/qor.log <==
[global_routing] wire length of the first global-routing pass 10370 um
[floorplanning] top-level I/O count 176
[synthesis] cell total in the yosys stat output 325
[power_and_ir_drop] post-layout total power 436.7 uW
[synthesis] Synth warnings 0
[setup_path] endpoint kind of the worst setup timing path output pin
[setup_path] count of buffer and inverter cells on the critical path 5
[floorplanning] floorplan utilization 22.88%
[setup_path] family with the most delay on the worst path adder cells
[global_routing] Tot GR Track Use 7.762%
[worst_hold_path] depth of the worst hold-timing path 3
[sta] final count of negative-setup-slack endpoints 0
[synthesis] summed standard-cell area reported by yosys 2760 um^2
[floorplanning] area of the chip 17160 um^2
[drt] Antenna Nets Post-Route 0
[power_and_ir_drop] Switching Fraction 32.69%
[setup_path] maximum fanout encountered on the critical timing path 8
[cells_and_area] fraction of final layout cells with drive strength greater than 1 0.8547%
[placement] Post-DP HPWL 6579 um
[sta] minimum clock period after layout 12370 ps
[global_routing] initial antenna violation count 0
[power_and_ir_drop] fraction of power consumed by combinational cells 100.0%
[power_and_ir_drop] Internal Pwr Total 294.0 uW
[cells_and_area] end-of-flow core utilization 26.81%
[placement] tally of buffers added on design ports 116
[floorplanning] core area 12060 um^2
[synthesis] mean cell area of the mapped netlist 8.493 um^2
[drt] per-cell routed wire length 13.51 um
[setup_path] cell type of the slowest stage on the worst timing path clkdlybuf4s50_1
[power_and_ir_drop] worst voltage drop across the vdd grid 0.04591 mV
[drt] drt first pass iters 2
[floorplanning] vertical die dimension 131 um
[clocking] buffers inserted by post-CTS timing repair 0
[global_routing] overflow left after global routing 0
[setup_path] most frequent CP cell fa_1
[clocking] number of resized instances in the post-cts repair step 0
[drt] vias per inst 3.306
[synthesis] Post-synth top cells 150 x buf_4, 48 x fa_1, 47 x and2_1
[setup_path] crit-path cells clkdlybuf4s50_1 > nand2_1 > fa_1 > inv_1 > fa_1 > fa_1 > fa_1 > fa_1 > fa_1 > ha_1 > fa_1 > inv_1 > fa_1 > fa_1 > fa_1 > fa_1 > fa_1 > inv_1 > fa_1 > clkdlybuf4s50_1
[cells_and_area] filler instances 1319
[placement] worst slack after detailed placement 302.9 ps
[synthesis] largest area contributor in the synthesized netlist buf_4
[synthesis] number of standard cells after synthesis 325
[floorplanning] x dimension of the die 131 um
[synthesis] cell area after synthesis 2760 um^2
[sta] period utilisation layout 97.39%
[power_and_ir_drop] leakage 0.001503 uW
[drt] violation count after the first detailed-routing iteration 16
[synthesis] Max-area cell share 40.80%
[cells_and_area] P&R area growth vs syn 17.14%
[synthesis] share of synthesized area occupied by flip-flops and latches 0%
[drt] Routed WL 7013 um
[placement] last weighted congestion value of the routability-driven placer 0.7743
[setup_path] kind of start point of the critical path input pin
[cells_and_area] clk_buf instances 0
[drt] DRC violations left 0
[run] tool warnings 32
[synthesis] count of cell types in the netlist 9
[floorplanning] number of placement rows 40
[sta] final-layout setup total negative slack 0 ps
[global_routing] maximum number of pins on one net before global-route repair 13
[power_and_ir_drop] pwr dens 135.1 nW/um^2
[cells_and_area] area of all sequential standard cells 0 um^2
[power_and_ir_drop] relative contribution of sequential cells to total power 0%
[run] Max Cap Viol 0
[power_and_ir_drop] clock share of power 0%
[sta] setup slack of the critical path after layout 332.1 ps
[outcome] status complete, no violations
[sta] unrepaired setup endpoints after global routing false
[sta] Slew Limit Fails 0
[clocking] number of buffers inserted by hold repair at cts 0
[worst_hold_path] launch point of the worst hold path y[0]
[synthesis] largest cells by area after synthesis buf_4 41%, fa_1 35%, and2_1 11%, inv_1 6.3%, ha_1 3.6%
[drt] diodes inserted 0
[sta] highest clock rate 80.85 MHz
[worst_hold_path] Tightest Hold Check Type input pin to output pin
[setup_path] Critical Path Max Stage Delay 630 ps
[sta] minimum hold slack 6188 ps
[setup_path] type of the worst setup path input pin to output pin
[sta] final hold violations 0
[worst_hold_path] Min-Delay Endpoint pp[103]
[power_and_ir_drop] switching power of the nets 142.7 uW
[synthesis] top cell type by instance count after synthesis buf_4
[setup_path] WP data arrival 9830 ps
[global_routing] vias in the first global route 1951
[setup_path] Required @ worst endpoint 10160 ps
[drt] via count 1716
[cells_and_area] sequential cells 0
## power by group through the flow
stage	logic [uW]	registers, uW	clock network, uW
after CTS	457	0	0
after global routing	504	0	0
final	437	0	0
## cells by family (layout without fill, tap and decap cells)
logic type / count (synthesis) / in the layout / share of synthesized area (%)
simple gates: 70 / 70 / 13.78
buf+inv: 198 / 165 / 47.64
other cells: 1 / 60 / 0.1359
fa+ha+maj: 56 / 56 / 38.44
## layout make-up
cell class | instances | area [um^2] | area share [%]
inverter | 46 | 172.7 | 5.341
multi-input combinational | 186 | 1667 | 51.55
tap | 168 | 210.2 | 6.502
timing repair buffer | 119 | 1184 | 36.61
## worst max-delay path by stage
stage	startpoint	end	cells past startpoint
after CTS	y[1]	out[14]	20
after global routing	y[2]	out[14]	20
final	y[1]	out[14]	20
## cell usage in the layout, fill, tap and decap left out
cell type / count
and2_1: 47
buf_4: 3
clkdlybuf4s50_1: 116
conb_1: 60
fa_1: 48
ha_1: 8
inv_1: 46
nand2_1: 23
## layer usage
metal,global-route usage [%],part of all wire [%],up-vias
met5,0,0,-
li1,-,-,784
met2,12.96,45,107
met3,4.454,18,0
met4,0,0,0
met1,9.074,37,825
## metrics by stage
stage          cells  cell area, um^2
3_3_place_gp     519             3233
5_1_grt          519             3233
6_report         519             3233
4_1_cts          519             3233
3_5_place_dp     519             3233
2_1_floorplan    384             2982
No activity file was given, so power comes from the tool's default toggle rates.
