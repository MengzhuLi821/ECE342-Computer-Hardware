### flow/config.mk
export PLATFORM = sky130hd
export DESIGN_NAME = part2
export DESIGN_NICKNAME = part2
export VERILOG_FILES = /design/flow/design.v
export SDC_FILE = /design/flow/constraint.sdc
export NUM_CORES = 4
export LEC_CHECK = 1
export CORE_UTILIZATION = 40
export SYNTH_HDL_FRONTEND = slang
### flow/design.v
module part2
	(
		input [31:0] X,
		input [31:0] Y,
		output inf, nan, zero, overflow, underflow,
		output reg[31:0] result
);
	logic inf_1, nan_1, zero_1, overflow_1, underflow_1;  
	logic [7:0]exponent;
	logic [47:0]Mult; 
	logic [23:0]MantissaX,MantissaY;
	assign MantissaX[23] = 1;
	assign MantissaX[22:0]= X[22:0];
	assign MantissaY[23] = 1;
	assign MantissaY[22:0]= Y[22:0];
	always_comb begin
		result[31] = X[31] ^ Y[31]; 
		exponent  = X[30:23] + Y[30:23] - 127;  
		Mult = MantissaX * MantissaY; 
		inf_1 = 0;
		nan_1 = 0;
		zero_1 = 0;
		overflow_1 = 0;
		underflow_1 = 0;
		if(Mult[47] == 1)begin
			Mult = Mult >> 1; 
			exponent = exponent + 1'b1; 
		end
		if((X[22:0] == 0 && X[30:23] == 0) || (Y[22:0] == 0 && Y[30:23] == 0))begin
			result[31] = 0; 
			exponent = 0;
			Mult = 0;
			zero_1 = 1;
		end
		else if((X[22:0] != 0 && X[30:23] == 255) || (Y[22:0] != 0 && Y[30:23] == 255))begin
			result[31] = 0; 
			Mult = 0; 
			exponent = 255; 
			nan_1 = 1;
		end
		else if((X[22:0] == 0 && X[30:23] == 255) || (Y[22:0] == 0 && Y[30:23] == 255))begin
			result[31] = 0; 
			Mult = 0; 
			exponent = 255; 
			inf_1 = 1;
		end
		else if(Mult[47] == 1)begin
			if((X[30:23] + Y[30:23] + 1) <= 127)begin
				result[31] = 0; 
				Mult = 0; 
				exponent = 0; 
				underflow_1 = 1;
			end	
			else if((X[30:23] + Y[30:23] - 127 + 1) >= 255)begin
				result[31] = 0; 
				Mult = 0; 
				exponent = 255; 
				overflow_1 = 1;
			end
		end
		else if((X[30:23] + Y[30:23]) <= 127)begin
			result[31] = 0; 
			Mult = 0; 
			exponent = 0; 
			underflow_1 = 1;
		end
		else if((X[30:23] + Y[30:23] - 127) >= 255)begin
			result[31] = 0; 
			Mult = 0; 
			exponent = 255; 
			overflow_1 = 1;
		end
	end
	assign inf = inf_1;
	assign nan = nan_1;
	assign zero = zero_1;
	assign overflow = overflow_1;
	assign underflow = underflow_1; 
	assign result[22:0] = Mult[45:23]; 
	assign result[30:23] = exponent[7:0]; 
endmodule
### flow/run.sh
#!/bin/bash
# OpenROAD 26Q1-2900-gdf79404cd8, Yosys 0.63+post, stock flow scripts
make -C /OpenROAD-flow-scripts/flow DESIGN_CONFIG=/design/flow/config.mk WORK_HOME=/design/flow/orfs finish
### flow/constraint.sdc
current_design part2

set clk_period 20.5
set clk_io_pct 0.2

create_clock -name clk0 -period $clk_period

set non_clock_inputs [all_inputs -no_clocks]
set_input_delay [expr $clk_period * $clk_io_pct] -clock clk0 $non_clock_inputs
set_output_delay [expr $clk_period * $clk_io_pct] -clock clk0 [all_outputs]
==> impl_results.rst <==
Run summary
-----------

.. list-table::
   :header-rows: 1

   * - Metric
     - Value
   * - GRT met3 Usage
     - 13.0%
   * - Critical path capture point type
     - primary output
   * - Final Hold Viols
     - 0
   * - CTS Hold Bufs
     - 0
   * - Actual transition at the worst max-transition pin
     - 579 ps
   * - Start point of the worst hold path
     - X[31]
   * - Warning count from the yosys run
     - 0
   * - Placement-stage cell area
     - 21800 um^2
   * - Post-placement cell count
     - 3039
   * - Tally of max-capacitance violations
     - 0
   * - Worst voltage drop across the vdd grid
     - 0.527 mV
   * - RSZ-0062 raised after global routing
     - false
   * - Sum of net half-perimeters after detailed placement
     - 44.6 mm
   * - Final setup viols
     - 0
   * - Worst path buffer plus inverter count
     - 9
   * - Gp weighted congestion
     - 0.995
   * - Total via count after detailed routing
     - 15377
   * - Count of input and output buffers
     - 101
   * - Leak
     - 11.2 nW
   * - Total internal power
     - 0.00349 W
   * - Share of the clock period used by the worst path
     - 82.1%
   * - Distinct lib cells
     - 64
   * - Total number of sequential cells
     - 0
   * - Detailed Routing Iterations Pass 1
     - 5
   * - Largest stage delay on the critical path
     - 570 ps
   * - Number of global-route vias before repair
     - 16867
   * - Max-slew headroom
     - 60.4%
   * - Final cell count without fillers
     - 3040
   * - Category of cells accounting for the largest share of critical-path delay
     - adder cells
   * - Startpoint type of the worst setup path
     - input pin
   * - Final-layout clock buffer total
     - 0
   * - Floorplan utilization
     - 40.7%
   * - Hold WC Path Type
     - input pin to primary output
   * - Cell area after synthesis
     - 20000 um^2
   * - DRC violation count after routing
     - 0
   * - Biggest fanout along the worst timing path
     - 36
   * - Antenna violations before repair
     - 1
   * - Area growth from synthesis to layout
     - 8.93%
   * - Setup TNS after final layout
     - 0 ps
   * - Global-route wire length before repair
     - 93.3 mm
   * - Total routing resource utilization after global routing
     - 25.8%
   * - Cells in synth_stat.txt
     - 2330
   * - Achievable frequency
     - 59.4 MHz
   * - Drt via density
     - 5.06
   * - NetSw
     - 0.00514 W
   * - Chip area
     - 50800 um^2
   * - Result of the run
     - complete, no violations
   * - Post-cts sizing count
     - 0
   * - Sw Share
     - 59.6%
   * - Standard-cell rows
     - 81
   * - Routed WL
     - 57.3 mm
   * - Number of post-CTS setup repair buffers
     - 0
   * - Sequential cell area
     - 0 um^2
   * - Startpoint of the most critical setup path
     - Y[8]
   * - Post-Synthesis Mean Instance Area
     - 8.57 um^2
   * - Required time of the critical path
     - 16400 ps
   * - Power density over the cells
     - 397 nW/um^2
   * - Minimum clock period after layout
     - 16830 ps
   * - Critical path class
     - input pin to primary output
   * - DR iter-0 viols
     - 659
   * - Proportion of layout cells with a drive suffix above 1
     - 2.86%
   * - Die extent in x
     - 225 um
   * - DRT antenna net count
     - 0
   * - Detail-routed net length per standard cell
     - 18.9 um
   * - Die Height
     - 225 um
   * - Highest-delay cell along the critical path
     - sky130_fd_sc_hd__fa_1
   * - Worst EP arrival
     - 12730 ps
   * - Placeable Area
     - 49100 um^2
   * - Post-route design area
     - 21800 um^2
   * - Sum of overflow across all layers after global routing
     - 0
   * - Met2 Usage GRT
     - 38.9%
   * - Gate count of the mapped netlist
     - 2330
   * - Final count of pins violating max slew
     - 0
   * - Most prevalent standard cell on the critical path
     - sky130_fd_sc_hd__fa_1
   * - Most congested layer reported by global routing
     - met2
   * - Synthesis area per yosys
     - 20000 um^2
   * - GR Layer Usage met1
     - 34.5%
   * - Total I/O pin count
     - 101
   * - Largest net degree at the start of global routing
     - 37
   * - Proportion of synthesized chip area in sequential cells
     - 0%
   * - Total number of warnings across the stage logs
     - 34
==> path summary, 6_finish.rpt <==
kind | end | slack [ps] | cells past startpoint
setup / recovery | result[30] | 3670 | 28
hold / removal | result[31] | 9180 | 4
==> cell usage after synthesis (4+ instances only) <==
master / instances / share of area [%]
sky130_fd_sc_hd__nor2b_1: 7 / 0.22
sky130_fd_sc_hd__and2_1: 246 / 7.7
sky130_fd_sc_hd__nand3_1: 9 / 0.23
sky130_fd_sc_hd__xnor2_1: 30 / 1.3
sky130_fd_sc_hd__nand2_1: 293 / 5.5
sky130_fd_sc_hd__o21a_1: 8 / 0.30
sky130_fd_sc_hd__o211ai_1: 5 / 0.19
sky130_fd_sc_hd__nor2_1: 86 / 1.6
sky130_fd_sc_hd__inv_1: 601 / 11
sky130_fd_sc_hd__nand4_1: 21 / 0.66
sky130_fd_sc_hd__o21ai_0: 27 / 0.68
sky130_fd_sc_hd__nand2b_1: 4 / 0.13
sky130_fd_sc_hd__a31oi_1: 6 / 0.19
sky130_fd_sc_hd__a311oi_1: 4 / 0.18
sky130_fd_sc_hd__a21oi_1: 59 / 1.5
sky130_fd_sc_hd__and3_1: 12 / 0.38
sky130_fd_sc_hd__o21bai_1: 7 / 0.26
sky130_fd_sc_hd__a211oi_1: 5 / 0.19
sky130_fd_sc_hd__ha_1: 179 / 11
sky130_fd_sc_hd__xor2_1: 15 / 0.66
sky130_fd_sc_hd__nor4_1: 15 / 0.47
sky130_fd_sc_hd__fa_1: 482 / 48
sky130_fd_sc_hd__nor3_1: 8 / 0.20
sky130_fd_sc_hd__mux2i_1: 21 / 1.1
sky130_fd_sc_hd__clkbuf_1: 96 / 1.8
sky130_fd_sc_hd__a21o_1: 25 / 0.94
==> placed cells by master, fill, tap and decap left out, types with 12 or more instances in the layout <==
cell / instances
sky130_fd_sc_hd__xnor2_1: 30
sky130_fd_sc_hd__and3_1: 12
sky130_fd_sc_hd__a21o_1: 25
sky130_fd_sc_hd__nor2_1: 86
sky130_fd_sc_hd__clkdlybuf4s50_1: 101
sky130_fd_sc_hd__nor4_1: 15
sky130_fd_sc_hd__buf_4: 48
sky130_fd_sc_hd__nand4_1: 21
sky130_fd_sc_hd__xor2_1: 15
sky130_fd_sc_hd__inv_1: 601
sky130_fd_sc_hd__ha_1: 179
sky130_fd_sc_hd__mux2i_1: 21
sky130_fd_sc_hd__o21ai_0: 27
sky130_fd_sc_hd__nand2_1: 293
sky130_fd_sc_hd__fa_1: 482
sky130_fd_sc_hd__and2_1: 246
sky130_fd_sc_hd__a21oi_1: 59
==> metal layers <==
layer / vias to the layer above / wire, um
met5: - / 13
met2: 748 / 26200
met4: 2 / 1470
li1: 6957 / -
met1: 7595 / 22500
met3: 75 / 7110
==> through the flow <==
stage	utilization (%)	hold slack [ps]	setup WS [ps]	power, W
2_1_floorplan	-	8270	5850	0.00570
3_3_place_gp	44.4	9180	3730	0.00851
3_5_place_dp	44.4	9170	3750	0.00843
4_1_cts	44.4	9190	3680	0.00855
5_1_grt	44.4	9210	3270	0.00966
6_report	44.4	9180	3670	0.00863
==> area by class of cell <==
type / count / area (um^2)
Multi-Input combinational cell: 1623 / 17300
Fill cell: 4798 / 27300
Tap cell: 664 / 831
Timing Repair Buffer: 149 / 1370
Inverter: 603 / 2260
Antenna cell: 1 / 2.50
==> cells by family (layout without fill, tap and decap cells) <==
group	Yosys count	in the layout	synth area share [%]
XOR/XNOR	47	47	2.23
adder cells (fa/ha/maj)	661	661	59.5
other	0	1	0
AND-OR/OR-AND	182	182	6.14
multiplexers	22	22	1.11
buffers and inverters	707	752	13.4
AND/OR/NAND/NOR	711	711	17.6
==> power by group through the flow <==
stage | Combinational (W) | Clock [W] | Sequential (W)
after CTS | 0.00855 | 0 | 0
after global routing | 0.00966 | 0 | 0
No activity file was given, so power comes from the tool's default toggle rates.
