### design/flow/design.v
module part3
	#(parameter EXP = 8,			 
	  parameter MAN = 23, 			 
	  parameter BITS = EXP+MAN+1 ,	 
	  parameter BIAS = 2**(EXP-1)-1 		 
	  )
	(
		input [BITS - 1:0] X,
		input [BITS - 1:0] Y,
		output inf, nan, zero, overflow, underflow,
		output reg[BITS - 1:0] result
);
	logic inf_1, nan_1, zero_1, overflow_1, underflow_1;  
	logic [EXP-1:0]exponent;
	logic [2*MAN+1:0]Mult; 
	logic [MAN:0]MantissaX,MantissaY;
	assign MantissaX[MAN] = 1;
	assign MantissaX[MAN-1:0]= X[MAN-1:0];
	assign MantissaY[MAN] = 1;
	assign MantissaY[MAN-1:0]= Y[MAN-1:0];
	always_comb begin
		result[BITS - 1] = X[BITS - 1] ^ Y[BITS - 1]; 
		exponent  = X[BITS-2:MAN] + Y[BITS-2:MAN] - BIAS;  
		Mult = MantissaX * MantissaY; 
		inf_1 = 0;
		nan_1 = 0;
		zero_1 = 0;
		overflow_1 = 0;
		underflow_1 = 0;
		if(Mult[2*MAN+1] == 1)begin
			Mult = Mult >> 1; 
			exponent = exponent + 1'b1; 
		end
		if((X[MAN-1:0] == 0 && X[BITS-2:MAN] == 0) || (Y[MAN-1:0] == 0 && Y[BITS-2:MAN] == 0))begin
			result[BITS - 1] = 0; 
			exponent = 0;
			Mult = 0;
			zero_1 = 1;
		end
		else if((X[MAN-1:0] != 0 && X[BITS-2:MAN] == 2*BIAS+1) || (Y[MAN-1:0] != 0 && Y[BITS-2:MAN] == 2*BIAS+1))begin
			result[BITS - 1] = 0; 
			Mult = 0; 
			exponent = 2*BIAS+1; 
			nan_1 = 1;
		end
		else if((X[MAN-1:0] == 0 && X[BITS-2:MAN] == 2*BIAS+1) || (Y[MAN-1:0] == 0 && Y[BITS-2:MAN] == 2*BIAS+1))begin
			result[BITS - 1] = 0; 
			Mult = 0; 
			exponent = 2*BIAS+1; 
			inf_1 = 1;
		end
		else if(Mult[2*MAN+1] == 1)begin
			if((X[BITS-2:MAN] + Y[BITS-2:MAN] + 1) <= BIAS)begin
				result[BITS - 1] = 0; 
				Mult = 0; 
				exponent = 0; 
				underflow_1 = 1;
			end
			else if((X[BITS-2:MAN] + Y[BITS-2:MAN] - BIAS + 1) >= 2*BIAS+1)begin
				result[BITS - 1] = 0; 
				Mult = 0; 
				exponent = 2*BIAS+1; 
				overflow_1 = 1;
			end
		end
		else if((X[BITS-2:MAN] + Y[BITS-2:MAN]) <= BIAS)begin
			result[BITS - 1] = 0; 
			Mult = 0; 
			exponent = 0; 
			underflow_1 = 1;
		end
		else if((X[BITS-2:MAN] + Y[BITS-2:MAN] - BIAS) >= 2*BIAS+1)begin
			result[BITS - 1] = 0; 
			Mult = 0; 
			exponent = 2*BIAS+1; 
			overflow_1 = 1;
		end
	end
	assign inf = inf_1;
	assign nan = nan_1;
	assign zero = zero_1;
	assign overflow = overflow_1;
	assign underflow = underflow_1; 
	assign result[MAN-1:0] = Mult[2*MAN-1:MAN]; 
	assign result[BITS - 2 : MAN] = exponent[EXP-1:0]; 
endmodule
### design/flow/run.sh
#!/bin/bash
# OpenROAD 26Q1-2900-gdf79404cd8, Yosys 0.63+post, stock flow scripts
make -C /OpenROAD-flow-scripts/flow DESIGN_CONFIG=/design/flow/config.mk WORK_HOME=/design/flow/orfs finish
### design/flow/config.mk
export PLATFORM = sky130hd
export DESIGN_NAME = part3
export DESIGN_NICKNAME = part3
export VERILOG_FILES = /design/flow/design.v
export SDC_FILE = /design/flow/constraint.sdc
export NUM_CORES = 4
export LEC_CHECK = 1
export CORE_UTILIZATION = 40
export SYNTH_HDL_FRONTEND = slang
### design/flow/constraint.sdc
current_design part3

set clk_period 20.5
set clk_io_pct 0.2

create_clock -name clk0 -period $clk_period

set non_clock_inputs [all_inputs -no_clocks]
set_input_delay [expr $clk_period * $clk_io_pct] -clock clk0 $non_clock_inputs
set_output_delay [expr $clk_period * $clk_io_pct] -clock clk0 [all_outputs]
==> Changelog: implementation <==
## Implementation

* Top Ports at 101
* Vias per cell at 5.06
* Cells after synthesis at 2330
* Registers at 0
* RSZ-0062 raised after global routing: no
* Worst slew pin tran at 0.579 ns
* Seq/Total Area, Yosys at 0%
* Worst IR Drop VDD at 0.527 mV
* Kind of critical path: in -> out
* Leak at 11.2 nW
* Chip Height at 225 µm
* Internal power at 3.49 mW
* Number of cells in Yosys stat at 2330
* Setup ws final at 3.67 ns
* Initial DRC Count at 659
* Synthesis area per yosys at 20000 µm²
* Register area at 0 µm²
* WP data arrival at 12.73 ns
* Global placement routability congestion at 0.995
* Post CTS Setup Buffer Count at 0
* Hold Crit Class: in -> out
* Hold-critical path depth at 4
* Die Wd at 225 µm
* Syn-to-layout area delta at 8.93%
* Drt total wl at 57.3 mm
* Placed inst area at 21800 µm²
* Slew margin rel. at 60.4%
* Hold Buf Count CTS at 0
* YS warnings at 0
* Syn Std Cell Area at 20000 µm²
* Core ar. at 49100 µm²
* Critical path launch point type: input port
* Max-slew violation total from the final report at 0
* Syn Area/Cell at 8.57 µm²
* IO buf count at 101
* NetSw at 5.14 mW
* Tmin final at 16.83 ns
* FP Util at 40.7%
* Drt pass-1 iters at 5
* FILL cells at 4798
* CP Capture Type: output pin
* CP Max Fanout at 36
* Count of final setup violators at 0
* First-pass GRT wire length at 93.3 mm
* Fin. Hold Viols at 0
* Post-route insts no fill at 3040
* Die ar. at 50800 µm²
* Switching Share at 59.6%
* Grt total ovfl at 0
* Maxcap violations at 0
* Share of cells above drive strength 1 at 2.86%
* Total global-route track usage at 25.8%
* CP peak stage delay at 0.57 ns
* Largest net degree at the start of global routing at 37
* CTS resizes at 0
* Dpl cells at 3039
* Initial antenna violation count at 1
* Fmax at 59.4 MHz
* Count of different cell masters after synthesis at 64
* Place WS at 3.75 ns
* Final setup TNS at 0 ns
* Post-route ant nets at 0
* Most frequent CP cell: fa_1
* Core Util, Final at 44.4%
* Design area at 21800 µm²
* PD cells at 397 nW/µm²
* Critical path data required time at 16.40 ns
* DP HPWL at 44.6 mm
* OpenROAD warning count at 34
* Outcome: finished clean
* Number of core rows at 81
* Clock buffers at 0
* WL per Instance at 18.9 µm
* Via count at 15400
* Vias in the first global route at 16900
* DRC at 0
* Cell at the slowest stage of the critical path: fa_1
* Tcrit/Tclk final at 82.1%
==> placed cells by master, fill, tap and decap left out, drive strengths merged, types with 9 or more instances in the layout <==
master / Yosys / routed
a21o: 25 / 25
ha: 179 / 179
and2: 246 / 246
inv: 601 / 601
buf: 7 / 48
a21oi: 63 / 63
xor2: 15 / 15
nand4: 21 / 21
o21ai: 30 / 30
nand3: 9 / 9
nand2: 293 / 293
nor2: 86 / 86
and3: 12 / 12
mux2i: 21 / 21
xnor2: 31 / 31
nor4: 15 / 15
fa: 482 / 482
clkdlybuf4s50: 0 / 101
==> power groups by stage <==
stage	Combinational [mW]	Clock (mW)	Sequential, mW
after global routing	9.66	0	0
after CTS	8.55	0	0
==> final cells by class <==
type	count	area [µm²]	share of cell area [%]
antenna	1	2.50	0.0115
inverter	603	2260	10.4
multi-input combinational	1623	17300	79.5
tap	664	831	3.82
timing repair buffer	149	1370	6.30
==> synthesized netlist by cell type (21+ instances only) <==
cell,number,share of area (%)
mux2i_1,21,1.1
fa_1,482,48
xnor2_1,30,1.3
nand2_1,293,5.5
nor2_1,86,1.6
a21oi_1,59,1.5
nand4_1,21,0.66
inv_1,601,11
and2_1,246,7.7
o21ai_0,27,0.68
clkbuf_1,96,1.8
ha_1,179,11
a21o_1,25,0.94
==> worst max-delay path, delay by kind of cell <==
kind	cells	cell delay [ns]
AND/OR/NAND/NOR	2	0.43
adder cells (fa/ha/maj)	8	3.78
buffers and inverters	9	2.30
AND-OR/OR-AND	7	1.78
XOR/XNOR	2	0.30
==> final timing paths <==
kind,startpoint,to,slack [ns]
worst max-delay path,Y[8],result[30],3.67
worst min-delay path,X[31],result[31],9.18
==> cells by family after synthesis <==
kind of cell | share of synthesized area [%]
fa+ha+maj | 59.5
simple gates | 17.6
buf+inv | 13.4
mux | 1.11
xor+xnor | 2.23
compound gates | 6.14
==> through the flow <==
| stage | hold slack, ns | power [mW] |
|---|---|---|
| 2_1_floorplan | 8.27 | 5.70 |
| 4_1_cts | 9.19 | 8.55 |
| 6_report | 9.18 | 8.63 |
| 3_5_place_dp | 9.17 | 8.43 |
| 3_3_place_gp | 9.18 | 8.51 |
| 5_1_grt | 9.21 | 9.66 |
==> metal layers <==
metal | wire, µm | global-route usage (%)
met1 | 22500 | 34.5
met2 | 26200 | 38.9
met3 | 7110 | 13.0
met4 | 1470 | 5.11
met5 | 13 | 0.391
Power is estimated from default activity; no workload was simulated.
